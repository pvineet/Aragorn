==> design/flow/config.mk <==
export PLATFORM = sky130hd
export DESIGN_NAME = memory
export DESIGN_NICKNAME = memory
export VERILOG_FILES = /design/flow/design.v
export SDC_FILE = /design/flow/constraint.sdc
export NUM_CORES = 4
export LEC_CHECK = 1
export CORE_UTILIZATION = 40
==> design/flow/constraint.sdc <==
current_design memory

set clk_period 16.8
set clk_io_pct 0.2

create_clock -name clk0 -period $clk_period [get_ports {clk}]

set non_clock_inputs [all_inputs -no_clocks]
set_input_delay [expr $clk_period * $clk_io_pct] -clock clk0 $non_clock_inputs
set_output_delay [expr $clk_period * $clk_io_pct] -clock clk0 [all_outputs]
==> design/flow/design.v <==
module memory
(
	input [7:0] din,
	input [5:0] addr,
	input we, clk,
	output reg [7:0] dout
);
	reg [7:0] ram[255:0];
	always @ (posedge clk)
	begin
		if (we) 
		begin
			ram[addr] <= din;
			dout <= din;
		end
		else 
		begin
			dout <= ram[addr];
		end
	end
endmodule
==> design/flow/run.sh <==
#!/bin/bash
# OpenROAD 26Q1-2900-gdf79404cd8, Yosys 0.63+post, stock flow scripts
make -C /OpenROAD-flow-scripts/flow DESIGN_CONFIG=/design/flow/config.mk WORK_HOME=/design/flow/orfs finish
==> CHANGELOG.md <==
### Changed

* Setup repair after global routing missed its margin: no
* Fmax at 135 MHz
* Number of antenna violations at the first check in global routing at 0
* Max_cap viols at 0
* Crit-path cells: buf_12 > mux4_2 > mux4_2 > o211ai_1 > nand2_1 > clkdlybuf4s50_1
* Synthesis-to-finish area growth at 12.9%
* Number of global-route vias before repair at 10100
* Classification of the worst-slack hold path: in -> reg
* Proportion of layout cells with a drive suffix above 1 at 24.6%
* Worst voltage drop across the vdd grid at 0.0730 mV
* Cell chosen for the clock root: clkbuf_16
* Final global-route overflow total at 0
* Via density at between 5 and 6
* Clock period minus final worst setup slack at 7.40 ns
* Residual DRC at 0
* Clock transition time at the flip-flop clock pins of the worst setup and hold paths at approximately 0.070 ns
* CP endpoint: dout[1]
* Worst-path fanout max at 75
* Post-Route Setup TNS at 0 ns
* Die Span X at around 230 um
* Stage-log warning count at 25
* Global-route wire length before repair at 64500 um
* Clock tree from TritonCTS: built
* Starting utilization of the core area at 40.8%
* Status: complete, no violations
* Overall die area at 51100 um2
* Areal power density over the cells at 115 nW/um2
* Startpoint of the worst hold path: din[6]
* Post-Layout Cell Count at ~1700
* Setup-violating endpoint count in the final report at 0
* Avg Cell Area, Syn at about 22 um2
* Antenna cells at 0
* Count of instances resized after the clock tree is built at 0
* Area leader, netlist: edfxtp_1
* Routed wire length at 42900 um
* Setup repair bufs after CTS at 0
* Number of library cell types mapped by synthesis at 35
* Final-layout worst hold slack at 3.44 ns
* Remaining max-slew budget at the tightest pin at 34.8%
* Cts hold-fix bufs at 0
* Area reported by Yosys stat at about 20000 um2
* Largest registers in the final layout: ram: 512 flops
* Synthesized area at between 20000 and 25000 um2
* Global placer's final weighted congestion at approximately 0.87
* Largest net degree at the start of global routing at approximately 76
* Final number of max-transition violations at 0
* IO Pins at 24
* Site Rows at 81
* Critical path data required time at between 10 and 15 ns
* All-Layer GR Usage at 19.3%
* Total clock buffers created by CTS at 50
* Post-DP HPWL at 25400 um
* Worst slack at placement at 9.96 ns
* Area leader share at around three quarters
* Clock sink count at 518
* Biggest register: ram
* Drt initial violations at approximately 570
* Fillers at 4083
* Final WS setup at 9.40 ns
* Critical Path Max Stage Delay at about 0.63 ns
* Number of flip-flops under the largest register name at between 500 and 600
* Chip Height at 226 um
* Worst-case clock buffer depth at 3
* Number of standard cells reported by yosys at roughly 910
* Final Cycle Share at 44.0%
* Number of nets with antenna violations after detailed routing at 0
* Portion of the post-synthesis area used by sequential elements at just under 80%
* Number of iterations in the first detailed-routing pass at 7
* Buffers on Ports at 23
* Static leakage power at 7.05 nW
* Total of flip-flops plus latches after synthesis at 518
* Vias at 9270
* Core Area at 49300 um2
* Post-placement cell count at 1594
* Top cells by area in the synthesized netlist: edfxtp_1 77%, mux4_2 14%, mux2i_1 1.4%
* Synthesized instance count at 911
* Start-to-end type of the worst setup path: reg -> out
* Arrival time of data at the critical path endpoint at 4.04 ns
* Total count of hold-check failures in the final report at 0
* Slowest stage cell on the critical path: dfxtp_4
* Capturing element type of the critical path: output pin
* End-of-flow core utilization at 46.0%
* Count of warnings emitted by yosys at 1
* Crit path top cell by count: mux4_2
* Slew at the pin with the worst max-slew slack at 0.975 ns
* Critical Path Start Type: flip-flop
* H-tree Lvls at 2
* WL/cell at 25.5 um
-- final cells by class --
type | instances | area (um2) | area share [%]
clock inverter | 27 | 175 | 0.772
tap | 664 | 831 | 3.66
multi-input combinational | 343 | 4300 | 19.0
timing repair buffer | 69 | 548 | 2.42
sequential | 518 | 15500 | 68.4
clock buffer | 63 | 1320 | 5.83
-- power breakdown --
part	total, mW	internal, mW	switching, mW
Combinational	0.122	0.0508	0.0707
Sequential	1.44	1.43	0.00886
Clock	1.04	0.585	0.458
-- worst max-delay path, delay by kind of cell, from the launching register on --
kind,cells,cell delay (ns)
flops,1,0.63
buf+inv,2,0.95
compound gates,1,0.48
mux,2,1.08
simple gates,1,0.16
-- synthesized netlist by cell type --
library cell	number
edfxtp_1	512
mux4_2	126
nor2_1	71
mux2i_1	29
nand2_1	19
clkbuf_1	14
nand3_1	14
buf_2	11
buf_4	11
nor2b_1	10
buf_1	9
mux4_1	9
a211oi_1	7
a21oi_1	7
o22ai_1	7
dfxtp_1	6
o21ai_0	6
a22oi_1	5
o211ai_1	5
o221ai_1	5
nand2b_1	4
a211o_1	3
buf_6	3
nand3b_1	3
a221oi_1	2
a311o_1	2
buf_12	2
mux2_2	2
a31oi_1	1
and2_1	1
nand4_1	1
nor3b_1	1
nor4_1	1
o21a_1	1
or3b_2	1
-- logic make-up (layout without fill, tap and decap cells) --
kind of cell	Yosys count	in the layout	share of synthesized area, %
flip-flops	518	518	77.1
buffers and inverters	50	159	1.48
multiplexers	166	166	16.9
AND/OR/NAND/NOR	126	126	2.75
AND-OR/OR-AND	51	51	1.78
-- per-layer routing --
layer  part of all wire [%]  global-route usage, %
met5                      0                  0.489
met4                    2.3                   3.68
met2                     47                   28.2
met3                     13                   11.3
met1                     38                   27.6
-- worst min-delay path by stage --
| stage | endpoint | cells past startpoint |
|---|---|---|
| final | ram[17][6] | 2 |
| after CTS | flip-flop | 1 |
| after global routing | flip-flop | 1 |
-- stage by stage --
step                      area, um2  total power [mW]
after global placement        21200              1.59
after CTS                     22700              2.63
after global routing          22700              2.68
final                         22700              2.60
after detailed placement      21200              1.59
after floorplan               20100              1.53
-- layout by cell type, fill, tap and decap left out, drive strengths merged --
| master | instances |
|---|---|
| o21a | 1 |
| dfxtp | 6 |
| nand4 | 1 |
| nor2b | 10 |
| nor3b | 1 |
| a211oi | 7 |
| nand3b | 3 |
| inv | 1 |
| clkinv | 23 |
| a22oi | 5 |
| mux2 | 2 |
| o221ai | 5 |
| nor2 | 71 |
| a31oi | 1 |
| nor4 | 1 |
| mux4 | 135 |
| mux2i | 29 |
| a221oi | 2 |
| clkinvlp | 1 |
| edfxtp | 512 |
| o211ai | 5 |
| clkdlybuf4s50 | 15 |
| o22ai | 7 |
| a311o | 2 |
| or3b | 1 |
| bufinv | 2 |
| o21ai | 6 |
| a21oi | 7 |
| clkbuf | 63 |
| nand2 | 19 |
| nand2b | 4 |
| and2 | 1 |
| buf | 54 |
| nand3 | 14 |
| a211o | 3 |
Power figures rest on the tool's default switching activity, not on a simulated workload.
